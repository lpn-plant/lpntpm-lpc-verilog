File: flow/run.sh
#!/bin/bash
# OpenROAD 26Q1-2900-gdf79404cd8, Yosys 0.63+post, stock flow scripts
make -C /OpenROAD-flow-scripts/flow DESIGN_CONFIG=/design/flow/config.mk WORK_HOME=/design/flow/orfs finish
File: flow/config.mk
export PLATFORM = sky130hd
export DESIGN_NAME = lpc_periph
export DESIGN_NICKNAME = lpc_periph
export VERILOG_FILES = /design/flow/design.v
export SDC_FILE = /design/flow/constraint.sdc
export NUM_CORES = 4
export LEC_CHECK = 1
export CORE_UTILIZATION = 40
File: flow/constraint.sdc
current_design lpc_periph

set clk_period 10.9
set clk_io_pct 0.2

create_clock -name clk0 -period $clk_period [get_ports {clk_i}]

set non_clock_inputs [all_inputs -no_clocks]
set_input_delay [expr $clk_period * $clk_io_pct] -clock clk0 $non_clock_inputs
set_output_delay [expr $clk_period * $clk_io_pct] -clock clk0 [all_outputs]
File: flow/design.v
`timescale 1 ns / 1 ps
module lpc_periph (clk_i, nrst_i, lframe_i, lad_bus, addr_hit_i, current_state_o,
                   din_i, lpc_data_in_o, lpc_data_out_o, lpc_addr_o, lpc_en_o,
                   io_rden_sm_o, io_wren_sm_o, TDATA, READY
);
    input  wire        clk_i;  
    input  wire        nrst_i;  
    input  wire        lframe_i;  
    inout  wire [ 3:0] lad_bus;  
    input  wire        addr_hit_i;
    output reg  [ 4:0] current_state_o;   
    input  wire [ 7:0] din_i;             
    output reg  [ 7:0] lpc_data_in_o;     
    output wire [ 3:0] lpc_data_out_o;    
    output wire [15:0] lpc_addr_o;        
    output wire        lpc_en_o;          
    output wire        io_rden_sm_o;      
    output wire        io_wren_sm_o;      
    output reg  [31:0] TDATA;             
    output reg         READY;             
    reg         sync_en;
    reg   [3:0] rd_addr_en;
    wire  [1:0] wr_data_en;
    wire  [1:0] rd_data_en;
    reg         tar_F;
    reg  [15:0] lpc_addr_o_reg;    
    reg   [4:0] fsm_next_state;    
    reg   [4:0] previous_state;    
    reg   [1:0] cycle_type = 2'b00;  
    integer cycle_cnt = 0;           
    reg  [31:0] dinAbuf = 32'b00000000000000000000000000000000;  
    reg  [31:0] memoryLPC [0:2];  
    reg wasLframeLow = 1'b0;      
    reg wasLpc_enHigh = 1'b0;     
    reg newValuedata = 1'b0;      
    reg skipCycle;                
    assign lpc_addr_o = lpc_addr_o_reg;
    always @ (posedge clk_i) begin     
        if (~nrst_i) cycle_type <= 2'b00;
		cycle_type <= 2'b00;
		if (io_rden_sm_o) begin
			cycle_type <= 2'b11;  
		end;
		if (io_wren_sm_o) begin
		   cycle_type <= 2'b01;  
		end;
    end
    always @ (posedge clk_i) begin   
        if (lframe_i==1'b0) begin
            wasLframeLow = 1'b1;
            cycle_cnt = 0;
            wasLpc_enHigh = 1'b0;
        end
            if ((lpc_en_o) && (wasLframeLow)) begin
                wasLpc_enHigh = 1'b1;
            end
            if (wasLpc_enHigh) begin
                cycle_cnt = cycle_cnt + 1;
                if ((cycle_cnt > 1) && (cycle_cnt < 3)) begin
                    dinAbuf[31:28] <= 4'b0000;
                    dinAbuf[27:12] <= lpc_addr_o_reg;
                    dinAbuf[11:4] <= lpc_data_in_o;
                    dinAbuf[3:2] <= 2'b00;
                    dinAbuf[1:0] <= cycle_type;
                    if (dinAbuf==memoryLPC[0]) newValuedata = 1'b0;
                    else newValuedata = 1'b1;
                    TDATA <= dinAbuf;
                    memoryLPC[0] <= dinAbuf;
                end
                else if ( (cycle_cnt >=3) && (cycle_cnt < 5)) begin
                    if (newValuedata) READY <= 1'b1;
                    else READY <= 1'b0;
                end
                else if  (cycle_cnt >= 5) begin
                    READY <= 1'b0;
                    wasLpc_enHigh = 1'b0;
                    wasLframeLow = 1'b0;
                    cycle_cnt = 0;
            end
        end
    end
    always @ (posedge clk_i or negedge nrst_i) begin
        if (~nrst_i) current_state_o <= 5'h01;
        else begin
            previous_state <= current_state_o;
            current_state_o <= fsm_next_state;
        end
    end
    always @(*) begin
        if (nrst_i == 1'b0) fsm_next_state <= 5'h01;
        if (lframe_i == 1'b0) fsm_next_state <= 5'h01;
        case(current_state_o)
            5'h01:
             begin
                 skipCycle <= 1'b0;
                 if (nrst_i == 1'b0) fsm_next_state <= 5'h01;
                 else if ((lframe_i == 1'b0) && (lad_bus == 4'h0)) fsm_next_state <= 5'h02;
             end
             5'h02:
              begin
                  if ((lframe_i == 1'b0) && (lad_bus == 4'h0)) fsm_next_state <= 5'h02;
                  else if ((lframe_i == 1'b1) && (lad_bus != 4'h0) && (lad_bus != 4'h2)) skipCycle = 1'b1;
                  else if ((lframe_i == 1'b1) && (lad_bus == 4'h0)) fsm_next_state <= 5'h03;
                  else if ((lframe_i == 1'b1) && (lad_bus == 4'h2)) fsm_next_state <= 5'h0D;
              end
              5'h03:
               fsm_next_state <= 5'h04;
              5'h04:
               fsm_next_state <= 5'h05;
              5'h05:
               fsm_next_state <= 5'h06;
              5'h06:
               fsm_next_state <= 5'h07;
              5'h07:
               fsm_next_state <= 5'h08;
              5'h08:
               fsm_next_state <= 5'h09;
              5'h09:
               begin
                   if (addr_hit_i == 1'b0) fsm_next_state <= 5'h01;
                   if (addr_hit_i == 1'b1) fsm_next_state <= 5'h0A;
               end
              5'h0A:
               fsm_next_state <= 5'h0B;
              5'h0B:
               fsm_next_state <= 5'h0C;
              5'h0C:
               fsm_next_state <= 5'h17;
              5'h0D:
               fsm_next_state <= 5'h0E;
              5'h0E:
               fsm_next_state <= 5'h0F;
              5'h0F:
               fsm_next_state <= 5'h10;
              5'h10:
               fsm_next_state <= 5'h11;
              5'h11:
               fsm_next_state <= 5'h12;
              5'h12:
               fsm_next_state <= 5'h13;
              5'h13:
               fsm_next_state <= 5'h14;
              5'h14:
               fsm_next_state <= 5'h15;
              5'h15:
               begin
                   if (addr_hit_i == 1'b0) fsm_next_state <= 5'h01;
                   if (addr_hit_i == 1'b1) fsm_next_state <= 5'h16;
               end
              5'h16:
               fsm_next_state <= 5'h17;
              5'h17:
               fsm_next_state <= 5'h18;
              default:
              begin
                  if (nrst_i == 1'b0) fsm_next_state <= 5'h01;
                  if (lframe_i == 1'b0) fsm_next_state <= 5'h01;
                  fsm_next_state <= 5'h01;
              end
        endcase
    end
    assign rd_data_en = (fsm_next_state == 5'h0B) ? 2'b01 :
                        (fsm_next_state == 5'h0C) ? 2'b10 :
                        2'b00;
    assign lpc_data_out_o = (sync_en == 1'b1) ? 4'h0 :
                            (tar_F == 1'b1 ) ? 4'hF :
                            (lframe_i == 1'b0 ) ? 4'h0 :
                            (rd_data_en[0] == 1'b1) ? din_i[3:0] :
                            (rd_data_en[1] == 1'b1) ? din_i[7:4] :
                            4'h0;
    assign lad_bus = (current_state_o == 5'h16) ? 4'b0000 : 4'bzzzz;
    assign lad_bus = (rd_data_en[0]) ? lpc_data_out_o: 4'bzzzz;
    assign lad_bus = (rd_data_en[1]) ? lpc_data_out_o: 4'bzzzz;
    assign io_wren_sm_o = (fsm_next_state == 5'h14) ? 1'b1 :
                          (fsm_next_state == 5'h15) ? 1'b1 :
                          1'b0;
    always @ (posedge clk_i) begin
        if (wr_data_en[0]) lpc_data_in_o[3:0] <= lad_bus;
        if (wr_data_en[1]) lpc_data_in_o[7:4] <= lad_bus;
    end
    assign lpc_en_o = ((!skipCycle)&&(sync_en == 1'b1)) ? 1'h1 :
                      ((!skipCycle)&&(tar_F == 1'b1 )) ? 1'h1 :
                      (lframe_i == 1'b0 ) ? 1'h0 :
                      ((!skipCycle)&&(rd_data_en[0] == 1'b1)) ? 1'b1 :
                      ((!skipCycle)&&(rd_data_en[1] == 1'b1)) ? 1'b1 :
                      1'h0;
    always @(*) begin
        tar_F <= 1'b0;
        case(fsm_next_state)
            5'h0A:
             sync_en <= 1'b1;
            5'h16:
             sync_en <= 1'b1;
            5'h17:
             tar_F <= 1'b1;
            5'h04:
             rd_addr_en <= 4'b1000;
            5'h05:
             rd_addr_en <= 4'b0100;
            5'h06:
             rd_addr_en <= 4'b0010;
            5'h07:
             rd_addr_en <= 4'b0001;
            5'h0E:
             rd_addr_en <= 4'b1000;
            5'h0F:
             rd_addr_en <= 4'b0100;
            5'h10:
             rd_addr_en <= 4'b0010;
            5'h11:
             rd_addr_en <= 4'b0001;
            default:
            begin
                rd_addr_en <= 4'b0000;
                tar_F <= 1'b0;
                sync_en <= 1'b0;
            end
        endcase
    end
    assign io_rden_sm_o = (fsm_next_state == 5'h08) ? 1'b1 :
                          (fsm_next_state == 5'h09) ? 1'b1 :
                          1'b0;
    assign wr_data_en = (fsm_next_state == 5'h12) ? 2'b01 :
                        (fsm_next_state == 5'h13) ? 2'b10 :
                        2'b00;
    always @ (posedge clk_i) begin
        if (rd_addr_en[3] == 1'b1) lpc_addr_o_reg[15:12] = lad_bus;
        else if (rd_addr_en[3] == 1'b1) lpc_addr_o_reg[15:12] = lpc_addr_o_reg[15:12];
        if (rd_addr_en[2] == 1'b1) lpc_addr_o_reg[11:8] = lad_bus;
        else if (rd_addr_en[2] == 1'b1) lpc_addr_o_reg[11:8] = lpc_addr_o_reg[11:8];
        if (rd_addr_en[1] == 1'b1) lpc_addr_o_reg[7:4] = lad_bus;
        else if (rd_addr_en[1] == 1'b1) lpc_addr_o_reg[7:4] = lpc_addr_o_reg[7:4];
        if (rd_addr_en[0] == 1'b1) lpc_addr_o_reg[3:0] = lad_bus;
        else if (rd_addr_en[0] == 1'b1) lpc_addr_o_reg[3:0] = lpc_addr_o_reg[3:0];
    end
endmodule
==> results_dict.tcl <==
# metrics dict for downstream scripts
set metrics [dict create \
    place.gp.congestion 0.890 \
    dp_hpwl_um 6460 \
    endpoint_kind "register" \
    most-common-layout-cells "nand2_1 (62), conb_1 (62), nor2_1 (48), dfxtp_1 (36), o21ai_0 (24)" \
    grt_pass1_vias 2937 \
    grt_first_pass_wirelength_um 14700 \
    ys_async_sr_fraction_pct 9.26 \
    ys.flops 54 \
    post-route-drc-count 0 \
    rows 35 \
    warnings 36 \
    period_used_pct 62.9 \
    design_area_sq_mm 0.00405 \
    cellLeakagePower_nw 1.49 \
    area_delta_synth_final_pct 2.21 \
    fmax_ghz 0.146 \
    vias 3474 \
    cts-root-buf "clkbuf_8" \
    slew-limit-headroom_pct 56.9 \
    outcome "finished, final reports clean" \
    untimed_endpoints 16 \
    setup_viol 0 \
    die-width_um 102 \
    ys_cells 530 \
    r2r-start "cycle_cnt[0]" \
    clockBufferDepth 2 \
    layout-drive-gt1-share_pct 4.58 \
    drtIter0Drc 212 \
    firstDrtPassIters 4 \
    path_clk_slew_ps 90 \
    wire_per_inst_um 13.8 \
    fin_tns_setup_ps 0 \
    wl_um 9000 \
    post_cts_resized 0 \
    yosys_most_used_dff "dfxtp_1" \
    slew_violations 0 \
    die_h_um 102 \
    coreArea_sq_mm 0.00942 \
    grt_max_degree 53 \
    place_area_sq_mm 0.00394 \
    htreeDepth 2 \
    cts_setup_buffers 0 \
    startpoint_type "primary input" \
    fp_util_pct 42.1 \
    reg2regPathDepth 11 \
    worstPathMaxFanout 52 \
    vdd_drop_max_mv 0.0719 \
    top_level_ports 85 \
    maxCapViolCount 0 \
    synth-edff-count 6 \
    synthCells 530 \
    detail-route-antenna-nets 0 \
    clock_skew_ps 5.39 \
    synthesis.area_sq_mm 0.00396 \
    rsz0062_at_grt "no" \
    worst_r2r_endpoint "newValuedata" \
    arrival_ps 6800 \
    antenna_cells 0 \
    criticalPathCategory "primary input to register" \
    min_path_type "register to register" \
    grt_overflow 0 \
    rrSetupSlack_ps 6450 \
    chipArea_sq_mm 0.0103 \
    clock_latency_ps 300 \
    yosysWarnings 10 \
    syn_area_per_cell_sq_um 7.48 \
    port_buffers 14 \
    endpoint "newValuedata" \
    synth.distinct_cells 69 \
    unclocked_regs 7 \
    power_density_mw_per_mm2 77.6 \
    grtUsageTotal_pct 18.4 \
    ctsHoldBuffers 0 \
    cts_tree "yes" \
    min_path_cells 0 \
    finalHoldViolCount 0 \
    setup.worst_path.start "lframe_i" \
    ys_area_sq_mm 0.00396 \
    antenna_found_initial 0 \
    viasPerCell 5.32 \
    min_period_ps 6860 \
    cp.required_ps 10840 \
    numCtsBuffers 5 \
    worstMarginPinSlew_ps 641 \
]
[cell usage after synthesis (3+ instances only)]
library cell | instances | share of area, %
buf_4 | 62 | 12
nand2_1 | 62 | 5.9
nor2_1 | 48 | 4.5
dfxtp_1 | 36 | 18
clkbuf_1 | 29 | 2.7
o21ai_0 | 24 | 3.0
a21oi_1 | 23 | 2.9
nand3_1 | 21 | 2.7
xnor2_1 | 17 | 3.8
nand4_1 | 16 | 2.5
nor3_1 | 16 | 2.0
nor4_1 | 15 | 2.4
xor2_1 | 13 | 2.9
inv_1 | 12 | 1.1
and3_1 | 9 | 1.4
and4_1 | 7 | 1.5
dlxtn_1 | 7 | 2.7
edfxtp_1 | 6 | 4.5
nand2b_1 | 6 | 0.95
o31ai_1 | 6 | 1.1
a31oi_1 | 5 | 0.79
mux2i_1 | 5 | 1.3
o22ai_1 | 5 | 0.79
or3_1 | 5 | 0.79
and2_1 | 4 | 0.63
dfrtp_1 | 4 | 2.5
ha_1 | 4 | 1.3
nor2b_1 | 4 | 0.63
or2_2 | 4 | 0.63
or4_1 | 4 | 0.76
nor3b_1 | 3 | 0.57
[where the power goes]
part           total [mW]  internal, mW  switching [mW]
combinational      0.0110       0.00293         0.00809
clock               0.127        0.0673          0.0599
sequential          0.176         0.175        0.000588
[worst min path at each step]
stage | from | endpoint | slack (ps)
after CTS | cycle_type[0] | dinAbuf[0] | 410
after global routing | cycle_type[0] | dinAbuf[0] | 420
final | cycle_type[1] | dinAbuf[1] | 410
[stage by stage]
step	hold WS (ps)	std cells	power, mW	utilization, %	setup slack [ps]
2_1_floorplan	386	591	0.202	-	3990
3_3_place_gp	387	645	0.191	41.9	3810
3_5_place_dp	391	645	0.191	41.9	3760
4_1_cts	414	653	0.319	43.0	4090
5_1_grt	418	653	0.330	43.0	3630
6_report	411	653	0.314	43.0	4040
[per-layer routing]
layer | global-route usage [%] | up-vias | wire length [um]
li1 | - | 1755 | -
met1 | 28.3 | 1566 | 4210
met2 | 28.7 | 139 | 4140
met3 | 1.96 | 14 | 456
met4 | 3.57 | 0 | 187
met5 | 0 | - | 0
[flip-flops by register name, indices dropped and copies added, names as in the netlist]
name             flops
cycle_cnt           32
current_state_o      5
fsm_next_state       5
cycle_type           2
dinAbuf              2
memoryLPC            2
READY                1
newValuedata         1
skipCycle            1
sync_en              1
wasLframeLow         1
wasLpc_enHigh        1
[area by class of cell]
class                           instances  area, sq um
Clock buffer                            5         68.8
Clock inverter                          3         38.8
Fill cell                             943         5370
Inverter                               12         45.0
Multi-Input combinational cell        431         2430
Sequential cell                        54         1130
Tap cell                              129          161
Timing Repair Buffer                   19          178
[worst max-delay path: stages]
cell and delay (ps):
clkdlybuf4s50_1 450, buf_4 420, nand2_1 180, inv_1 150
ha_1 270, nand4_1 360, or4_4 660, or4_1 500
a311oi_1 340, nand4_1 230, nor4_1 460, nand2_1 110
nor4_2 470
[cell families (layout without fill, tap and decap cells)]
| kind of cell | count (synthesis) | in the layout | share of synthesized area, % |
|---|---|---|---|
| latches | 7 | 7 | 2.65 |
| adder cells (fa/ha/maj) | 4 | 4 | 1.26 |
| buffers and inverters | 106 | 39 | 16.0 |
| flip-flops | 47 | 47 | 25.9 |
| XOR/XNOR | 30 | 30 | 6.63 |
| multiplexers | 6 | 6 | 1.55 |
| other | 1 | 62 | 0.0946 |
| AND-OR/OR-AND | 94 | 94 | 15.3 |
| AND/OR/NAND/NOR | 235 | 235 | 30.6 |
Power and IR drop assume default switching activity.

## design/flow/config.mk

```make
export PLATFORM = sky130hd
export DESIGN_NAME = lpc_host
export DESIGN_NICKNAME = lpc_host
export VERILOG_FILES = /design/flow/design.v
export SDC_FILE = /design/flow/constraint.sdc
export NUM_CORES = 4
export LEC_CHECK = 1
export CORE_AREA = 10 10 108 108
export DIE_AREA = 0 0 118 118
```

## design/flow/constraint.sdc

```tcl
current_design lpc_host

set clk_period 5.0
set clk_io_pct 0.2

create_clock -name clk0 -period $clk_period [get_ports {clk_i}]

set non_clock_inputs [all_inputs -no_clocks]
set_input_delay [expr $clk_period * $clk_io_pct] -clock clk0 $non_clock_inputs
set_output_delay [expr $clk_period * $clk_io_pct] -clock clk0 [all_outputs]
```

## design/flow/design.v

```verilog
module lpc_host (clk_i, ctrl_addr_i, ctrl_data_i, ctrl_nrst_i, ctrl_lframe_i,
                 ctrl_rd_status_i, ctrl_wr_status_i, ctrl_memory_cycle_i,
                 ctrl_data_o, ctrl_ready_o, ctrl_host_state_o,
                 LPC_LAD, LPC_LCLK, LPC_LRESET, LPC_LFRAME
);
    input  wire        clk_i;
    input  wire [15:0] ctrl_addr_i;
    input  wire [ 7:0] ctrl_data_i;
    input  wire        ctrl_nrst_i;
    input  wire        ctrl_lframe_i;
    input  wire        ctrl_rd_status_i;
    input  wire        ctrl_wr_status_i;
    input  wire        ctrl_memory_cycle_i;  
    output reg  [ 7:0] ctrl_data_o;
    output reg         ctrl_ready_o;
    output wire [ 4:0] ctrl_host_state_o;
    inout  wire [ 3:0] LPC_LAD;
    output wire        LPC_LCLK;
    output reg         LPC_LRESET;
    output reg         LPC_LFRAME;
    reg [4:0] fsm_host_state;
    reg       lad_en;
    reg [3:0] lad_out;
    reg [3:0] lad_reg;
    assign ctrl_host_state_o = fsm_host_state;
    assign LPC_LAD  = (lad_en) ? lad_out : 4'bZZZZ;
    assign LPC_LCLK = ~clk_i;
    always @ (posedge clk_i) begin
        lad_reg <= LPC_LAD;
        if (fsm_host_state == 5'h00) begin
            if (~ctrl_nrst_i) begin
                LPC_LRESET  = 0;
                LPC_LFRAME  = 1;
                lad_en  = 0;
                lad_out = 4'b0000;
                ctrl_ready_o   = 0;
            end
        else begin
            LPC_LRESET  = 1;
            LPC_LFRAME  = 1;
            lad_en  = 0;
            lad_out = 4'b0000;
            ctrl_ready_o   = 0;
            fsm_host_state = 5'h01;
        end
        end
        else if (fsm_host_state == 5'h01) begin
            if (~ctrl_lframe_i) begin
            LPC_LFRAME  = 0;
            lad_en  = 1;
            lad_out = 4'b0000;
            ctrl_ready_o   = 0;
            fsm_host_state = 5'h02;
        end
        else LPC_LRESET = 1;
        end
        else if (fsm_host_state == 5'h02) begin
           if (~ctrl_memory_cycle_i) begin
                if (ctrl_lframe_i & ctrl_rd_status_i) begin
                    LPC_LFRAME  = 1;
                    lad_out = 4'b0000;
                    fsm_host_state = 5'h03;
                end
                else if (ctrl_lframe_i & ctrl_wr_status_i) begin
                    LPC_LFRAME  = 1;
                    lad_out = 4'b0010;
                    fsm_host_state = 5'h0D;
                end
           end  if (ctrl_memory_cycle_i) begin
                if (ctrl_lframe_i & ctrl_rd_status_i) begin
                    LPC_LFRAME  = 1;
                    lad_out = 4'b0100;
                    fsm_host_state = 5'h19;
                end
                else if (ctrl_lframe_i & ctrl_wr_status_i) begin
                    LPC_LFRAME  = 1;
                    lad_out = 4'b0110;
                    fsm_host_state = 5'h1A;
                end
           end
        end
        else if ((fsm_host_state == 5'h03) || (fsm_host_state == 5'h19)) begin
            lad_out = ctrl_addr_i[15:12];
            fsm_host_state = 5'h04;
        end
        else if (fsm_host_state == 5'h04) begin
            lad_out    = ctrl_addr_i[11: 8];
            fsm_host_state = 5'h05;
        end
        else if (fsm_host_state == 5'h05) begin
           lad_out    = ctrl_addr_i[ 7: 4];
           fsm_host_state = 5'h06;
        end
        else if (fsm_host_state == 5'h06) begin
            lad_out    = ctrl_addr_i[ 3: 0];
            fsm_host_state = 5'h07;
        end
        else if (fsm_host_state == 5'h07) begin
            lad_out    = 4'b1111;
            fsm_host_state = 5'h08;
        end
        else if (fsm_host_state == 5'h08) begin
            lad_en     = 0;
            fsm_host_state = 5'h09;
        end
        else if (fsm_host_state == 5'h09) begin
            fsm_host_state = 5'h0A;
        end
        else if (fsm_host_state == 5'h0A) begin
            ctrl_data_o[3:0] = LPC_LAD;
            fsm_host_state    = 5'h0B;
            if (lad_reg == 4'b0000) fsm_host_state = 5'h0B;
            else if ((lad_reg != 4'b0101) && (lad_reg != 4'b0110)) begin
                LPC_LRESET = 0;
                LPC_LFRAME = 1;
                lad_en = 0;
                lad_out = 4'b0000;
                ctrl_ready_o = 0;
                fsm_host_state = 5'h00;
            end
        end
        else if (fsm_host_state == 5'h0B) begin
            ctrl_data_o[7:4] = LPC_LAD;
            fsm_host_state = 5'h0C;
        end
        else if (fsm_host_state == 5'h0C) begin
            fsm_host_state = 5'h17;
        end
        else if ((fsm_host_state == 5'h0D) || (fsm_host_state == 5'h1A)) begin
            lad_out = ctrl_addr_i[15:12];
            fsm_host_state = 5'h0E;
        end
        else if (fsm_host_state ==  5'h0E) begin
            lad_out = ctrl_addr_i[11: 8];
            fsm_host_state = 5'h0F;
        end
        else if (fsm_host_state == 5'h0F) begin
            lad_out = ctrl_addr_i[ 7: 4];
            fsm_host_state = 5'h10;
        end
        else if (fsm_host_state == 5'h10) begin
           lad_out = ctrl_addr_i[ 3: 0];
           fsm_host_state = 5'h11;
        end
        else if (fsm_host_state == 5'h11) begin
            lad_out = ctrl_data_i[3:0];
            fsm_host_state = 5'h12;
        end
        else if (fsm_host_state == 5'h12) begin
            lad_out = ctrl_data_i[7:4];
            fsm_host_state = 5'h13;
        end
        else if (fsm_host_state == 5'h13) begin
            lad_out = 4'b1111;
            fsm_host_state = 5'h14;
        end
        else if (fsm_host_state == 5'h14) begin
            lad_en = 0;
            fsm_host_state = 5'h15;
        end
        else if (fsm_host_state == 5'h15) begin
            fsm_host_state = 5'h16;
        end
        else if (fsm_host_state == 5'h16) begin
            if (lad_reg == 4'b0000) fsm_host_state = 5'h17;
            else if ((lad_reg != 4'b0101) && (lad_reg != 4'b0110)) begin
                LPC_LRESET = 0;
                LPC_LFRAME = 1;
                lad_en = 0;
                lad_out = 4'b0000;
                ctrl_ready_o = 0;
                fsm_host_state = 5'h00;
            end
        end
        else if (fsm_host_state == 5'h17) begin
            if (lad_reg != 4'b1111) begin
                LPC_LRESET = 0;
                LPC_LFRAME = 1;
                lad_en = 0;
                lad_out = 4'b0000;
                ctrl_ready_o = 0;
                fsm_host_state = 5'h00;
            end
            else begin
                ctrl_ready_o = 1;
                fsm_host_state = 5'h18;
            end
        end
        else if (fsm_host_state == 5'h18) begin
            fsm_host_state = 5'h01;
        end
        else begin
            fsm_host_state = 5'h00;
        end
    end
endmodule
```

## design/flow/run.sh

```bash
#!/bin/bash
# OpenROAD 26Q1-2900-gdf79404cd8, Yosys 0.63+post, stock flow scripts
make -C /OpenROAD-flow-scripts/flow DESIGN_CONFIG=/design/flow/config.mk WORK_HOME=/design/flow/orfs finish
```

==> impl_results.html <==
<p>Metrics extracted from the flow reports.</p>
<table>
<tr><th>Metric</th><th>Value</th></tr>
<tr><th colspan="2">Status</th></tr>
<tr><td>Outcome</td><td>stopped before the end</td></tr>
<tr><td>Halt Stage</td><td>clock tree synthesis (4_1_cts)</td></tr>
<tr><td>Tool error message</td><td>[error] [KeplerFormal.cpp:679] Workflow failed: Iso has multiple drivers: .LPC_LAD0, LPC_LAD[0]$_SDFFE_PP0P_.Q0</td></tr>
<tr><th colspan="2">Clock tree</th></tr>
<tr><td>Count of hold-fix buffers inserted at cts</td><td>0</td></tr>
<tr><td>Deepest level of the CTS H-tree</td><td>1</td></tr>
<tr><td>Post-CTS setup buffer count</td><td>0</td></tr>
<tr><td>Maximum number of buffers from clock root to sink</td><td>2</td></tr>
<tr><td>Clock Tree Root</td><td>clkbuf_8</td></tr>
<tr><td>CTS buffer count</td><td>3</td></tr>
<tr><td>CTS resizes</td><td>0</td></tr>
<tr><th colspan="2">Die</th></tr>
<tr><td>Site Rows</td><td>35</td></tr>
<tr><td>Die extent in y</td><td>118 microns</td></tr>
<tr><td>Effective utilization at floorplan</td><td>0.223</td></tr>
<tr><td>Horizontal die size</td><td>118 microns</td></tr>
<tr><td>Number of top-level pins</td><td>51</td></tr>
<tr><th colspan="2">Yosys</th></tr>
<tr><td>Primary FF master, synth</td><td>edfxtp_1</td></tr>
<tr><td>Cell count after synthesis</td><td>272</td></tr>
<tr><td>Synthesized area</td><td>2070 sq um</td></tr>
<tr><td>Number of library cell types mapped by synthesis</td><td>59</td></tr>
<tr><td>Avg Cell Area, Syn</td><td>around 7.6 sq um</td></tr>
<tr><td>Area of the synthesized netlist per yosys stat</td><td>2070 sq um</td></tr>
<tr><td>Synthesis Warnings</td><td>2</td></tr>
<tr><td>Post-synth regs</td><td>24</td></tr>
<tr><td>Post-synth tally of flip-flops with integrated enable</td><td>14</td></tr>
<tr><td>Post-synth seq share</td><td>0.300</td></tr>
<tr><td>Asr flop ratio synth</td><td>0</td></tr>
<tr><td>Yosys cell count</td><td>between 200 and 300</td></tr>
<tr><th colspan="2">Placed design</th></tr>
<tr><td>Last weighted congestion value of the routability-driven placer</td><td>around 0.95</td></tr>
<tr><td>Placed cell count</td><td>432</td></tr>
<tr><td>Buffers added on ports</td><td>approximately 46</td></tr>
<tr><td>Detailed Place HPWL</td><td>5990 microns</td></tr>
</table>
[synth_stat cells, types with 3 or more instances]
library cell,instances,area share
inv_1,9,0.016
nor3_1,8,0.019
a31oi_1,3,0.0091
a41oi_1,3,0.013
or3_1,3,0.0091
clkbuf_1,11,0.020
buf_2,7,0.017
mux2i_1,3,0.015
a211oi_1,8,0.029
a21oi_1,26,0.063
o31ai_1,3,0.011
nor2b_1,6,0.018
a211o_1,3,0.013
nor4_1,3,0.0091
o21ai_0,32,0.077
dfxtp_1,10,0.097
nand2_1,22,0.040
o21a_1,3,0.011
edfxtp_1,14,0.20
a32o_1,3,0.015
a22oi_1,3,0.011
nand2b_1,5,0.015
a32oi_1,3,0.013
o22ai_1,7,0.021
nor2_1,25,0.045
[through the flow]
step / setup slack (ps) / cell area, sq um / total power [mW] / utilization / hold WS (ps)
3_5_place_dp: 1040 / 2650 / 1.43 / 0.285 / 448
3_3_place_gp: 1040 / 2650 / 1.44 / 0.285 / 453
2_1_floorplan: 1490 / 2070 / 1.09 / - / 355
[cells by family after synthesis]
kind of cell | after synthesis | share of synthesized area
AOI/OAI and AO/OA | 120 | 0.380
DFF | 24 | 0.300
and+or+nand+nor | 90 | 0.224
xor gates and xnor gates | 4 | 0.0169
muxes | 4 | 0.0200
buffers and inverters | 30 | 0.0586
Power figures rest on the tool's default switching activity, not on a simulated workload.
